`./design.v`:
```
module CNT_UP_DOWN(Clock, Reset, Up, Down, Count);
input Clock, Reset, Up, Down;
output [3:0] Count;
reg [3:0] Count;
always @(posedge Clock) begin  
	if(Reset)  
	Count = 0;
	else
		case({Up,Down})  
		2'b00 : Count = Count ;  
		2'b10 : Count = Count+1 ;  
		2'b01 : Count = Count-1 ;  
		default : Count = Count ;  
		endcase
	end
endmodule
```
`./config.mk`:
```
export PLATFORM = sky130hd
export DESIGN_NAME = CNT_UP_DOWN
export DESIGN_NICKNAME = CNT_UP_DOWN
export VERILOG_FILES = /design/flow/design.v
export SDC_FILE = /design/flow/constraint.sdc
export NUM_CORES = 4
export LEC_CHECK = 1
export CORE_AREA = 10 10 70 70
export DIE_AREA = 0 0 80 80
```
`./run.sh`:
```
#!/bin/bash
# OpenROAD 26Q1-2900-gdf79404cd8, Yosys 0.63+post, stock flow scripts
make -C /OpenROAD-flow-scripts/flow DESIGN_CONFIG=/design/flow/config.mk WORK_HOME=/design/flow/orfs finish
```
`./constraint.sdc`:
```
current_design CNT_UP_DOWN

set clk_period 2.0
set clk_io_pct 0.2

create_clock -name clk0 -period $clk_period [get_ports {Clock}]

set non_clock_inputs [all_inputs -no_clocks]
set_input_delay [expr $clk_period * $clk_io_pct] -clock clk0 $non_clock_inputs
set_output_delay [expr $clk_period * $clk_io_pct] -clock clk0 [all_outputs]
```
==> Table 3: Implementation characteristics <==
Physical design parameters

Parameter                              Value

Yosys
  Netlist Area Pre-Place    253 um^2
  Chip area line of the yosys report    253 um^2
  Leading register cell type out of synthesis    sky130_fd_sc_hd__dfxtp_1
  Top cells by area, synth    sky130_fd_sc_hd__dfxtp_1 (32%), sky130_fd_sc_hd__ha_1 (15%), sky130_fd_sc_hd__xor2_1 (10%)
  Part of the Yosys area used for sequential elements    around a third
  Post-synthesis cell count    28
  Yosys Instances    28
  Average cell area after synthesis    9.03 um^2
  Number of flops mapped to enable cells by yosys    0
  List of most frequent post-synthesis cells    sky130_fd_sc_hd__dfxtp_1 (4), sky130_fd_sc_hd__nor2b_1 (4)
  Proportion of register bits with asynchronous set or reset after synthesis    0%
  Yosys warning count    1
  Post-synth top area cell    sky130_fd_sc_hd__dfxtp_1
  Number of distinct library cell variants in the gate-level netlist after synthesis    13
  Number of register bits inferred by synthesis    4
  Area share of the largest cell type after synthesis    a little under a third

Flow run
  Number of warnings in the stage logs    26
  Number of violations of the max-capacitance limit    0

Status
  Result of the run    complete, no violations

Clock network
  Number of clock sinks    4
  Number of hold buffers added after cts    0
  Buffer depth of the longest clock path    2
  Worst-path clk slew    0.04 ns
  Latest clock arrival within the worst-skew pair    0.24 ns
  Clock buffers created by TritonCTS    3
  Total number of H-tree levels    1
  CTS tree    built
  Clock Root Buffer    sky130_fd_sc_hd__clkbuf_4
  Post-CTS setup buffer count    0

Critical path
  Critical Path Start Type    input pin
  Critical Path AT    between 1.5 and 2 ns
  Largest fanout on the critical path    2
  Capturing element type of the critical path    register
  Cell depth of the worst flop-to-flop path    6
  Data required time at the worst endpoint    about 2.2 ns
  Setup Crit Path Kind    input pin to register

Power
  Cell area power density    663 nW/um^2
  Switch share    29.5%
  Worst VDD drop    247 uV
  Combinational group share of total power    34.5%
  Cell-internal power    ~230 uW
  Total leakage power    ~0.00019 uW
  Flop pwr share    33.9%
  Share of total power in the clock network    31.6%
  Switching power summed over all nets    roughly 96 uW

Routing
  Final antenna-violating net count    0
  Detailed router's first-iteration violation count    28
  First-pass iteration count of the detailed router    2
  Vias per Instance    ~2.9
  Mean routed wirelength per cell    8.24 um
  Antenna cell count    0
  Wire length after detailed routing    between 700 and 800 um
  Vias after detailed routing    251
  Count of unresolved DRC violations after routing    0

Timing
  Final critical delay including setup and external delays    1.67 ns
  Period Utilization, post-route    83.3%
  Number of failing hold endpoints at the final stage    0
  Hold_ws    roughly 0.57 ns
  Highest clock frequency the design can meet    around 600 MHz
  RSZ-0062 raised after global routing    no
  Number of max-slew violations in the final report    0
  Worst slew margin    82.8%
  Setup-failing EPs final    0
  Clk_skew    roughly 0.011 ns
  Measured slew at the worst slew-check pin    0.257 ns

Cells and area
  Cell area after layout    approximately 500 um^2
  Share of the core filled with cells in the final layout    14.3%
  Layout cell share with drive strength beyond 1    34.1%
  Layout overhead on the synthesized area    93.6%
  Number of flip-flops in the largest register    4

Hold path
  Worst min path class    register to register
  Count of cells along the worst hold path    2

Placed design
  DPL Wire Length    520 um
  IO Port Bufs    7
  Post-placement cell area    403 um^2
  Routability congestion estimate from global placement    0.711

Floorplan
  Die Area    6400 um^2
  Horizontal die dimension    80 um
  Number of I/O pins    8
  Core Region    3420 um^2
  Vertical die dimension    80 um
  Number of rows created at floorplan    21
  Share of the core filled by cells before placement    7.40%

GRT
  Overflow left after global routing    0
  Vias in the first global route    ~270
  First-pass GRT wire length    1.12 mm
  Pin count of the biggest net entering global routing    7
  Global Route Usage Sum    2.13%
  Antenna violations before repair    0
layout make-up:
class / count / area (um^2)
fillers: 389 / 2930
repair buffers: 10 / 97.6
clock buffers: 3 / 22.5
multi-input cells: 23 / 228
flip-flops and latches: 4 / 80.1
inverters: 1 / 3.75
well taps: 46 / 57.6
power by group through the flow:
stage / registers (uW) / logic [uW] / clock network, uW
final: 110 / 112 / 102
after global routing: 113 / 124 / 114
after CTS: 109 / 95.3 / 110
worst max-delay path, stage by stage:
cell                             delay (ns)
sky130_fd_sc_hd__dlymetal6s2s_1        0.19
sky130_fd_sc_hd__ha_4                  0.18
sky130_fd_sc_hd__xor2_1                0.16
sky130_fd_sc_hd__ha_2                  0.20
sky130_fd_sc_hd__a21oi_2               0.04
sky130_fd_sc_hd__xor2_1                0.16
sky130_fd_sc_hd__or3_1                 0.39
sky130_fd_sc_hd__a21oi_2               0.12
final timing paths:
check	endpoint	start	slack, ns
min reg2reg	Count[3]$_SDFFE_PP0P_	Count[3]$_SDFFE_PP0P_	0.57
max	Count[2]$_SDFFE_PP0P_	Down	0.33
max reg2reg	Count[2]$_SDFFE_PP0P_	Count[1]$_SDFFE_PP0P_	0.38
min	Count[3]$_SDFFE_PP0P_	Count[3]$_SDFFE_PP0P_	0.57
placed cells by master, fill, tap and decap left out, types with 2 or more instances in the layout:
cell type	netlist	routed
sky130_fd_sc_hd__ha_4	0	2
sky130_fd_sc_hd__a21oi_2	0	2
sky130_fd_sc_hd__xor2_1	3	3
sky130_fd_sc_hd__nor2_1	3	3
sky130_fd_sc_hd__clkbuf_4	0	3
sky130_fd_sc_hd__buf_4	0	3
sky130_fd_sc_hd__nor2b_1	4	4
sky130_fd_sc_hd__dfxtp_1	4	4
sky130_fd_sc_hd__dlymetal6s2s_1	0	2
sky130_fd_sc_hd__clkdlybuf4s50_1	0	5
cell families (layout without fill, tap and decap cells):
logic type                 after synthesis  in the layout  synth area share, %
and+or+nand+nor                          9              9                 19.3
DFF                                      4              4                 31.7
AOI/OAI and AO/OA                        6              6                 13.9
xor gates and xnor gates                 3              3                 10.4
buffers and inverters                    1             14                 1.48
adders and majority gates                3              3                 14.9
muxes                                    2              2                 8.42
through the flow:
stage | TNS, ns | worst slack, ns | power, uW | instances
after floorplan | 0 | 0.255 | 150 | 28
after global placement | -0.440 | -0.258 | 193 | 84
after CTS | 0 | 0.0170 | 314 | 87
final | 0 | 0.334 | 325 | 87
after detailed placement | -0.510 | -0.280 | 199 | 84
after global routing | 0 | 0.282 | 351 | 87
layer usage:
| metal | up-vias | wire, um | share of wire [%] | GRT usage, % |
|---|---|---|---|---|
| met1 | 118 | 386 | 54 | 2.87 |
| met4 | 0 | 0 | 0 | 0.528 |
| met2 | 8 | 255 | 36 | 2.65 |
| met5 | - | 0 | 0 | 0 |
| met3 | 0 | 76 | 11 | 1.48 |
| li1 | 125 | - | - | - |
timing repair:
action	4_1_cts	5_1_grt
hold endpoints to repair	0	0
pin swaps	0	3
endpoints found under the setup margin	2	2
resized	2	10
Power figures rest on the tool's default switching activity, not on a simulated workload.
